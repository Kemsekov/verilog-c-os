`./run.sh`:
```
#!/bin/bash
# OpenROAD 26Q1-2900-gdf79404cd8, Yosys 0.63+post, stock flow scripts
make -C /OpenROAD-flow-scripts/flow DESIGN_CONFIG=/design/flow/config.mk WORK_HOME=/design/flow/orfs finish
```
`./config.mk`:
```
export PLATFORM = sky130hd
export DESIGN_NAME = load_store
export DESIGN_NICKNAME = load_store
export VERILOG_FILES = /design/flow/design.v
export SDC_FILE = /design/flow/constraint.sdc
export NUM_CORES = 4
export LEC_CHECK = 1
export CORE_UTILIZATION = 30
```
`./constraint.sdc`:
```
current_design load_store

set clk_period 15.5
set clk_io_pct 0.2

create_clock -name clk0 -period $clk_period [get_ports {i_clk}]

set non_clock_inputs [all_inputs -no_clocks]
set_input_delay [expr $clk_period * $clk_io_pct] -clock clk0 $non_clock_inputs
set_output_delay [expr $clk_period * $clk_io_pct] -clock clk0 [all_outputs]
```
`./design.v`:
```
module load_store (
  input wire        i_clk,
  input wire [31:0] i_instruction,
  input wire [31:0] i_regout1,
  input wire [31:0] i_regout2,
  input wire [31:0] i_PC,
  input wire [31:0] i_IR,
  input wire [31:0] i_state,
  input wire        i_input_bus_DV,
  input wire [31:0] i_input_bus_data,
  input wire        i_start_fetch,
  input wire [31:0] i_satp,
  output reg [2:0]  o_bhw = 3'd0,
  output reg [31:0] o_bus_address = 32'd0,
  output reg [31:0] o_bus_data = 32'd0,
  output reg        o_bus_DV = 1'd0,
  output reg        o_write_notread = 1'd0,
  output reg [31:0] o_loaded_value = 32'd0,
  output reg        o_loaded_value_DV = 1'd0,
  output reg [31:0] o_IR_value = 32'd0,
  output reg        o_IR_DV = 1'd0,
  output            o_ld_st_finnished,
  output            o_amo_finnished
);
wire signed [31:0] w_se_load_offset = { {20{i_IR[31]}}, i_IR[31:20] };
wire signed [31:0] w_se_store_offset = { {20{i_IR[31]}}, i_IR[31:25], i_IR[11:7]};
reg r_local_state = 1'b0;
reg r_first_fetch = 1'b1;
reg r_start_fetch = 1'b0;
localparam integer READY = 1'b0;
localparam integer WAITING = 1'b1;
integer integer_number_of_fetch = 32'd0;
assign o_ld_st_finnished = (i_instruction >= 32'd27 & i_instruction <= 32'd34) & i_state == 32'd1 &
  r_local_state == WAITING & i_input_bus_DV == 1'b1;
localparam integer AMO_READY_LOAD = 32'd0;
localparam integer AMO_WAITING_LOAD = 32'd1;
localparam integer AMO_READY_WRITE = 32'd2;
localparam integer AMO_WAITING_WRITE = 32'd3;
localparam integer AMO_STANDBY = 32'd4;
localparam integer AMO_STANDBY2 = 32'd5;
reg [31:0] r_amo_local_state = 32'b0;
reg [31:0] r_amo_address = 32'b0;
reg [31:0] r_amo_value = 32'b0;
reg r_amo_finnished = 1'b0;
assign o_amo_finnished = r_amo_finnished;
localparam integer MMU_STATE1 = 32'd0;
localparam integer MMU_STATE2 = 32'd1;
localparam integer MMU_STATE3 = 32'd2;
reg [31:0] mmu_state = 32'b0;
reg [1:0] r_addr_lsb;
localparam OPCODE_LB     = 32'd27;
localparam OPCODE_LH     = 32'd28;
localparam OPCODE_LW     = 32'd29;
localparam OPCODE_LBU    = 32'd30;
localparam OPCODE_LHU    = 32'd31;
localparam OPCODE_SB     = 32'd32;
localparam OPCODE_SH     = 32'd33;
localparam OPCODE_SW     = 32'd34;
localparam OPCODE_AMOSWAP= 32'd60;
always @(posedge i_clk) begin
  o_bus_DV           <= 1'b0;
  o_loaded_value_DV  <= 1'b0;
  o_IR_DV            <= 1'b0;
  r_amo_finnished    <= 1'b0;
  if (i_state == 32'b0) begin
    if (i_start_fetch)
      r_start_fetch <= 1'b1;
    handle_fetch(r_start_fetch, i_PC);
  end
  else begin
    case (i_instruction)
      OPCODE_LB:  handle_load(3'b001, i_regout1 + w_se_load_offset, 1'b1, 2'b00);
      OPCODE_LH:  handle_load(3'b010, i_regout1 + w_se_load_offset, 1'b1, 2'b01);
      OPCODE_LW:  handle_load(3'b100, $signed(i_regout1) + $signed(w_se_load_offset), 1'b1, 2'b10);
      OPCODE_LBU: handle_load(3'b001, i_regout1 + w_se_load_offset, 1'b0, 2'b00);
      OPCODE_LHU: handle_load(3'b010, i_regout1 + w_se_load_offset, 1'b0, 2'b01);
      OPCODE_SB: handle_store(3'b001, i_regout1 + w_se_store_offset, {24'b0, i_regout2[7:0]});
      OPCODE_SH: handle_store(3'b010, i_regout1 + w_se_store_offset, {16'b0, i_regout2[15:0]});
      OPCODE_SW: handle_store(3'b100, i_regout1 + w_se_store_offset, i_regout2);
      OPCODE_AMOSWAP: handle_amoswap(i_regout1, i_regout2);
      default: ;
    endcase
  end
end
task automatic start_bus_read;
  input [2:0] bhw;
  input [31:0] addr;
  begin
    if (i_satp == 32'b0) begin
      o_bhw <= bhw;
      o_write_notread <= 1'b0;
      o_bus_address <= addr;
      o_bus_DV <= 1'b1;
      r_addr_lsb <= addr[1:0];
    end
    else begin
      translate_address(addr, bhw, 32'b0, 1'b0);
    end
  end
endtask
task automatic start_bus_write;
  input [2:0] bhw;
  input [31:0] addr;
  input [31:0] data;
  begin
    if (i_satp == 32'b0) begin
      o_bhw <= bhw;
      o_bus_data <= data;
      o_write_notread <= 1'b1;
      o_bus_address <= addr;
      o_bus_DV <= 1'b1;
    end
    else begin
      translate_address(addr, bhw, data, 1'b1);
    end
  end
endtask
task automatic handle_load;
  input [2:0] bhw;
  input [31:0] addr;
  input sign_extend;
  input [1:0] size;
  begin
    if (r_local_state == READY) begin
      start_bus_read(bhw, addr);
      if (i_satp == 0) begin
        r_local_state <= WAITING;
      end
      else if (mmu_state == MMU_STATE3) begin
        r_local_state <= WAITING;
      end
    end
    else if (r_local_state == WAITING && i_input_bus_DV) begin
      o_loaded_value <= complete_bus_read(i_input_bus_data, sign_extend, size, r_addr_lsb);
      o_loaded_value_DV <= 1'b1;
      r_local_state <= READY;
      mmu_state <= 32'b0;
    end
  end
endtask
task automatic handle_store;
  input [2:0] bhw;
  input [31:0] addr;
  input [31:0] data;
  begin
    if (r_local_state == READY) begin
      start_bus_write(bhw, addr, data);
      if (i_satp == 0) begin
        r_local_state <= WAITING;
      end
      else if (mmu_state == MMU_STATE3) begin
        r_local_state <= WAITING;
      end
    end
    else if (r_local_state == WAITING && i_input_bus_DV) begin
      r_local_state <= READY;
      mmu_state <= 32'b0;
    end
  end
endtask
function [31:0] complete_bus_read;
  input [31:0] data;
  input sign_extend;
  input [1:0] size;
  input [1:0] addr_lsb;
  begin
    case (size)
      2'b00: begin  
        case (addr_lsb)
          2'h0: complete_bus_read = sign_extend ? { {24{data[7]}}, data[7:0] } : { 24'b0, data[7:0] };
          2'h1: complete_bus_read = sign_extend ? { {24{data[15]}}, data[15:8] } : { 24'b0, data[15:8] };
          2'h2: complete_bus_read = sign_extend ? { {24{data[23]}}, data[23:16] } : { 24'b0, data[23:16] };
          2'h3: complete_bus_read = sign_extend ? { {24{data[31]}}, data[31:24] } : { 24'b0, data[31:24] };
        endcase
      end
      2'b01: begin  
        case (addr_lsb[1])
          1'b0: complete_bus_read = sign_extend ? { {16{data[15]}}, data[15:0] } : { 16'b0, data[15:0] };
          1'b1: complete_bus_read = sign_extend ? { {16{data[31]}}, data[31:16] } : { 16'b0, data[31:16] };
        endcase
      end
      default: complete_bus_read = data;  
    endcase
  end
endfunction
task automatic handle_fetch;
  input start_fetch;
  input [31:0] PC;
  begin
    if (r_local_state == READY && (start_fetch || r_first_fetch)) begin
      r_first_fetch <= 1'b0;
      integer_number_of_fetch <= integer_number_of_fetch + 32'd1;
      start_bus_read(3'b100, PC);
      if (i_satp == 0) begin
        r_local_state <= WAITING;
      end
      else if (mmu_state == MMU_STATE3) begin
        r_local_state <= WAITING;
      end
    end
    else if (r_local_state == WAITING && i_input_bus_DV) begin
      o_IR_value <= i_input_bus_data;
      o_IR_DV <= 1'b1;
      r_local_state <= READY;
      r_start_fetch <= 1'b0;
    end
  end
endtask
task automatic handle_amoswap;
  input [31:0] addr;
  input [31:0] value;
  begin
    case (r_amo_local_state)
      AMO_READY_LOAD: begin
        r_amo_address <= addr;
        r_amo_value <= value;
        start_bus_read(3'b100, addr);
        if (i_satp == 0) begin
          r_amo_local_state <= AMO_WAITING_LOAD;
        end
        else if (mmu_state == MMU_STATE3) begin
          r_amo_local_state <= AMO_WAITING_LOAD;
        end
      end
      AMO_WAITING_LOAD: begin
        if (i_input_bus_DV) begin
          o_loaded_value <= i_input_bus_data;
          o_loaded_value_DV <= 1'b1;
          r_amo_local_state <= AMO_READY_WRITE;
        end
      end
      AMO_READY_WRITE: begin
        start_bus_write(3'b100, r_amo_address, r_amo_value);
        if (i_satp == 0) begin
          r_amo_local_state <= AMO_WAITING_WRITE;
        end
        else if (mmu_state == MMU_STATE3) begin
          r_amo_local_state <= AMO_WAITING_WRITE;
        end
      end
      AMO_WAITING_WRITE: begin
        if (i_input_bus_DV) begin
          r_amo_local_state <= AMO_STANDBY;
        end
      end
      AMO_STANDBY: begin
        r_amo_local_state <= AMO_STANDBY2;
        r_amo_finnished <= 1'b1;
      end
      AMO_STANDBY2: begin
        r_amo_local_state <= AMO_READY_LOAD;
      end
    endcase
  end
endtask
task automatic translate_address;
  input [31:0] addr;
  input [2:0] bhw;
  input [31:0] data;
  input is_write;
  begin
    case (mmu_state)
      MMU_STATE1: begin
        mmu_state <= MMU_STATE2;
      end
      MMU_STATE2: begin
        mmu_state <= MMU_STATE3;
      end
      MMU_STATE3: begin
        if (is_write == 1'b0) begin
          o_bhw <= bhw;
          o_write_notread <= 1'b0;
          o_bus_address <= addr;
          o_bus_DV <= 1'b1;
        end
        else begin
          o_bhw <= bhw;
          o_bus_data <= data;
          o_write_notread <= 1'b1;
          o_bus_address <= addr;
          o_bus_DV <= 1'b1;
        end
        mmu_state <= MMU_STATE1;
      end
      default: begin
        mmu_state <= MMU_STATE1;
      end
    endcase
  end
endtask
endmodule
```
==> flow_metrics.tcl <==
# yosys + openroad results
set metrics [dict create \
    critPathMaxFanout 13 \
    grt-ovfl-total 0 \
    finalHoldViolCount 0 \
    timing.final.max_slew_violations 0 \
    final_cells 2234 \
    clkLatencyLatePin_ns 0.58 \
    dp_cells 2181 \
    setup_violations 0 \
    initCoreUtil_pct 30.4 \
    yosys_warnings 1 \
    rsz0062_at_grt "no" \
    timing.fmax_mhz 117 \
    syn_area_sq_um 13400 \
    die_height_um 214 \
    post-cts-setup-buffer-count 0 \
    ys_seq_elements 240 \
    clockBufferDepth 3 \
    ys_dominant_reg_cell "sky130_fd_sc_hd__edfxtp_1" \
    ctsRootBufferMaster "sky130_fd_sc_hd__clkbuf_16" \
    tool_warnings 40 \
    ctsResizeCount 0 \
    cellLeakagePower_uw 0.00636 \
    enable_flop_cells 236 \
    first_pass_grt_wire_length_um 70200 \
    layout_top_cells_excl_fill_tap "sky130_fd_sc_hd__clkdlybuf4s50_1 (380), sky130_fd_sc_hd__edfxtp_1 (236), sky130_fd_sc_hd__nand2_1 (140)" \
    cts-htree-levels 1 \
    postSynthSeqShare_pct 53.3 \
    antenna_found_initial 2 \
    grt_use_total_pct 21.8 \
    final.setup_skew_ns 0.00871 \
    dp_hpwl_um 36800 \
    total_power_uw 1610 \
    syn_to_final_growth_pct 40.0 \
    yosys-top-cells-area "sky130_fd_sc_hd__edfxtp_1 (53%), sky130_fd_sc_hd__nand2_1 (3.9%), sky130_fd_sc_hd__a21oi_1 (3.7%), sky130_fd_sc_hd__ha_1 (3.4%), sky130_fd_sc_hd__nor2_1 (3.0%)" \
    post_cts_hold_buffer_count 0 \
    layout_min_cycle_time_ns 8.56 \
    crit_path_end_kind "primary output" \
    synth.top_cell.area_share_pct 52.7 \
    status "completed" \
    post_route_setup_tns_ns 0 \
    vdd_ir_drop_max_mv 0.0818 \
    portBuffers 380 \
    worstRegToRegCells 7 \
    cts_tree "done" \
    synth-async-reset-ratio_pct 0 \
    mapped_avg_cell_area_sq_um 10.7 \
    worst_ep_required_time_ns 12.40 \
    worst_hold_path_type "register to register" \
    ys_types 89 \
    firstDrtPassIters 6 \
    lay_top_count "sky130_fd_sc_hd__clkdlybuf4s50_1" \
    critPathKind "primary input to primary output" \
    totalWireLength_um 48700 \
    maxcap_viol_count 0 \
    syn-instance-count 1254 \
    timing_worst_slew_pin_value_ns 0.883 \
    chipArea_sq_um 45700 \
    finalCritPeriodShare_pct 55.3 \
    cts.reportedPaths.clkPinSlew_ns 0.06 \
    cts_buffers 28 \
    routabilityCongestion 0.936 \
    drt-wirelength-per-cell_um 21.8 \
    critical_path_arrival_ns 5.46 \
    drt_iter0_markers 937 \
    synthDominantAreaCellType "sky130_fd_sc_hd__edfxtp_1" \
    maximum_number_of_pins_on_one_net_before_global_route_repair 46 \
    synth-cells-yosys 1254 \
    min_delay_path_depth 2 \
    ys_area_sq_um 13400 \
    powerDensity_nw_per_um2 85.4 \
    drive_above_1_share_pct 6.95 \
    drtAntennaViolNets 0 \
    vias 11800 \
    route.detailed.drc 0 \
    route.detailed.vias_per_inst 5.27 \
    core_area_sq_um 44200 \
    worst_setup_path_start_kind "primary input" \
    fp-row-count 77 \
    cts_sinks 240 \
    ioPinCount 396 \
    first_global_vias 11500 \
    fp.dieW_um 214 \
    slew_headroom_pct 40.5 \
]
## critical path, stage by stage
cell	delay, ns
sky130_fd_sc_hd__clkdlybuf4s50_1	0.66
sky130_fd_sc_hd__a21oi_1	0.38
sky130_fd_sc_hd__a21oi_1	0.14
sky130_fd_sc_hd__or4_1	0.48
sky130_fd_sc_hd__nor2_1	0.19
sky130_fd_sc_hd__clkdlybuf4s50_1	0.51
## worst paths after layout
path,start,endpoint,slack [ns]
max,i_instruction[0],o_ld_st_finnished,6.94
min,r_amo_value[7],o_bus_data[7],0.51
max reg2reg,r_amo_local_state[0],o_bus_address[27],12.87
min reg2reg,r_amo_value[7],o_bus_data[7],0.51
## flip-flops by register name, summed over array words and instances (netlist names), 2 cells and up
register / cells
o_bus_data: 32
r_amo_address: 32
o_bus_address: 32
o_IR_value: 32
r_addr_lsb: 2
o_bhw: 3
o_loaded_value: 32
r_amo_value: 32
mmu_state: 32
r_amo_local_state: 3
## cells by family after synthesis
| logic type | count (synthesis) | synth area share, % |
|---|---|---|
| adders and majority gates | 39 | 3.74 |
| buffers and inverters | 99 | 3.16 |
| AOI/OAI and AO/OA | 381 | 19.2 |
| muxes | 23 | 2.36 |
| and+or+nand+nor | 459 | 17.4 |
| xor gates and xnor gates | 12 | 0.782 |
| DFF | 240 | 53.3 |
| other | 1 | 0.0279 |
## through the flow
step | instance area (sq um) | util [%] | hold slack [ns] | worst slack, ns
6_report | 18800 | 42.6 | 0.506 | 6.94
5_1_grt | 18800 | 42.6 | 0.532 | 6.78
4_1_cts | 18800 | 42.6 | 0.507 | 6.90
3_5_place_dp | 17900 | 40.5 | 0.499 | 6.91
3_3_place_gp | 17900 | 40.5 | 0.492 | 6.93
2_1_floorplan | 13400 | - | 0.484 | 7.86
## routing by layer
metal / wire length [um] / global-route usage, % / share of wire [%] / vias to the layer above
li1: - / - / - / 5605
met1: 19600 / 29.9 / 40 / 5585
met3: 4050 / 5.25 / 8.3 / 72
met2: 23800 / 35.9 / 49 / 505
met4: 1250 / 5.37 / 2.6 / 2
met5: 13 / 0 / 0.027 / -
## synth_stat cells, drive strengths merged, types with 8 or more instances
master	instances
nor2	108
o21ai	72
and2	38
a21o	27
clkbuf	46
a221o	11
inv	27
nor3	27
a211oi	10
a21oi	102
or3	15
xnor2	8
a31oi	27
o21a	17
nor4	37
nand2	141
mux2i	16
ha	37
buf	26
nand4	23
and3	9
nand3	19
edfxtp	236
a22o	28
## final cells by class
type                    count  area [sq um]
diodes                      1          2.50
clock buffers              34           733
clock inverters            18           176
fillers                  4070         25400
inverters                  27           101
multi-input cells         915          5890
flip-flops and latches    240          7170
well taps                 592           741
repair buffers            407          4010
## power breakdown
group | leakage [uW] | internal, uW | switching, uW
Clock | 0.000431 | 372 | 279
Combinational | 0.00390 | 117 | 126
Sequential | 0.00204 | 713 | 0.000000416
No activity file was given, so power comes from the tool's default toggle rates.
