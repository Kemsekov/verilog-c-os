`run.sh`:
```
#!/bin/bash
# OpenROAD 26Q1-2900-gdf79404cd8, Yosys 0.63+post, stock flow scripts
make -C /OpenROAD-flow-scripts/flow DESIGN_CONFIG=/design/flow/config.mk WORK_HOME=/design/flow/orfs finish
```
`config.mk`:
```
export PLATFORM = sky130hd
export DESIGN_NAME = instruction_register
export DESIGN_NICKNAME = instruction_register
export VERILOG_FILES = /design/flow/design.v
export SDC_FILE = /design/flow/constraint.sdc
export NUM_CORES = 4
export LEC_CHECK = 1
export CORE_UTILIZATION = 30
```
`constraint.sdc`:
```
current_design instruction_register

set clk_period 8.1
set clk_io_pct 0.2

create_clock -name clk0 -period $clk_period [get_ports {clk}]

set non_clock_inputs [all_inputs -no_clocks]
set_input_delay [expr $clk_period * $clk_io_pct] -clock clk0 $non_clock_inputs
set_output_delay [expr $clk_period * $clk_io_pct] -clock clk0 [all_outputs]
```
`design.v`:
```
module instruction_register (
    clk,
    in,
    valid,
    state,
    out,
    instruction,
    o_fetch_over
);
  input clk;
  input [31:0] in;
  input valid;
  input [31:0] state;
  output [31:0] out;
  output [31:0] instruction;
  output o_fetch_over;
  reg [31:0] r_IR = 32'd0;
  assign out = r_IR;
  reg [31:0] r_instruction = 32'd0;
  assign instruction = r_instruction;
  reg r_fetch_over = 1'b0;
  assign o_fetch_over = r_fetch_over;
  wire FETCH = state == 32'h0;
  wire EXECUTE = state == 32'd1;
  always @(posedge clk) begin
    r_fetch_over <= 1'b0;
    if (FETCH & valid) begin
      r_IR <= in;
      r_fetch_over <= 1'b1;
      if (in[6:0] == 7'b0110011) begin
        if (in[31:25] == 7'b0000000 && in[14:12] == 3'b000) r_instruction = 32'd0;   
        else if (in[31:25] == 7'b0100000 && in[14:12] == 3'b000) r_instruction = 32'd1;   
        else if (in[31:25] == 7'b0000000 && in[14:12] == 3'b001) r_instruction = 32'd2;   
        else if (in[31:25] == 7'b0000000 && in[14:12] == 3'b010) r_instruction = 32'd3;   
        else if (in[31:25] == 7'b0000000 && in[14:12] == 3'b011) r_instruction = 32'd4;   
        else if (in[31:25] == 7'b0000000 && in[14:12] == 3'b100) r_instruction = 32'd5;   
        else if (in[31:25] == 7'b0000000 && in[14:12] == 3'b101) r_instruction = 32'd6;   
        else if (in[31:25] == 7'b0100000 && in[14:12] == 3'b101) r_instruction = 32'd7;   
        else if (in[31:25] == 7'b0000000 && in[14:12] == 3'b110) r_instruction = 32'd8;   
        else if (in[31:25] == 7'b0000000 && in[14:12] == 3'b111) r_instruction = 32'd9;   
        else if (in[31:25] == 7'b0000001 && in[14:12] == 3'b000) r_instruction = 32'd10;   
        else if (in[31:25] == 7'b0000001 && in[14:12] == 3'b001) r_instruction = 32'd11;   
        else if (in[31:25] == 7'b0000001 && in[14:12] == 3'b010) r_instruction = 32'd12;   
        else if (in[31:25] == 7'b0000001 && in[14:12] == 3'b011) r_instruction = 32'd13;   
        else if (in[31:25] == 7'b0000001 && in[14:12] == 3'b100) r_instruction = 32'd14;   
        else if (in[31:25] == 7'b0000001 && in[14:12] == 3'b101) r_instruction = 32'd15;   
        else if (in[31:25] == 7'b0000001 && in[14:12] == 3'b110) r_instruction = 32'd16;   
        else if (in[31:25] == 7'b0000001 && in[14:12] == 3'b111) r_instruction = 32'd17;   
      end else if (in[6:0] == 7'b0010011) begin
        if (in[14:12] == 3'b000) r_instruction = 32'd18;   
        else if (in[14:12] == 3'b010) r_instruction = 32'd19;   
        else if (in[14:12] == 3'b011) r_instruction = 32'd20;   
        else if (in[14:12] == 3'b100) r_instruction = 32'd21;   
        else if (in[14:12] == 3'b110) r_instruction = 32'd22;   
        else if (in[14:12] == 3'b111) r_instruction = 32'd23;   
        else if (in[31:25] == 7'b0000000 && in[14:12] == 3'b001) r_instruction = 32'd24;   
        else if (in[31:25] == 7'b0000000 && in[14:12] == 3'b101) r_instruction = 32'd25;   
        else if (in[31:25] == 7'b0100000 && in[14:12] == 3'b101) r_instruction = 32'd26;   
      end else if (in[6:0] == 7'b0000011) begin
        if (in[14:12] == 3'b000) r_instruction = 32'd27;   
        else if (in[14:12] == 3'b001) r_instruction = 32'd28;   
        else if (in[14:12] == 3'b010) r_instruction = 32'd29;   
        else if (in[14:12] == 3'b100) r_instruction = 32'd30;   
        else if (in[14:12] == 3'b101) r_instruction = 32'd31;   
      end else if (in[6:0] == 7'b0100011) begin
        if (in[14:12] == 3'b000) r_instruction = 32'd32;   
        else if (in[14:12] == 3'b001) r_instruction = 32'd33;   
        else if (in[14:12] == 3'b010) r_instruction = 32'd34;   
      end else if (in[6:0] == 7'b1100011) begin
        if (in[14:12] == 3'b000) r_instruction = 32'd35;   
        else if (in[14:12] == 3'b001) r_instruction = 32'd36;   
        else if (in[14:12] == 3'b100) r_instruction = 32'd37;   
        else if (in[14:12] == 3'b101) r_instruction = 32'd38;   
        else if (in[14:12] == 3'b110) r_instruction = 32'd39;   
        else if (in[14:12] == 3'b111) r_instruction = 32'd40;   
      end else if (in[6:0] == 7'b1101111) begin
        r_instruction = 32'd41;   
      end else if (in[6:0] == 7'b1100111) begin
        if (in[14:12] == 3'b000) r_instruction = 32'd42;   
      end else if (in[6:0] == 7'b0110111) begin
        r_instruction = 32'd43;   
      end else if (in[6:0] == 7'b0010111) begin
        r_instruction = 32'd44;   
      end else if (in[6:0] == 7'b1110011) begin
        if (in[14:12] == 3'b001) r_instruction = 32'd45;   
        else if (in[14:12] == 3'b010) r_instruction = 32'd46;   
        else if (in[14:12] == 3'b011) r_instruction = 32'd47;   
        else if (in[14:12] == 3'b101) r_instruction = 32'd48;   
        else if (in[14:12] == 3'b110) r_instruction = 32'd49;   
        else if (in[14:12] == 3'b111) r_instruction = 32'd50;   
        else if (in[31:0] == 32'h00000073) r_instruction = 32'd53;   
        else if (in[31:0] == 32'h00100073) r_instruction = 32'd54;   
        else if (in[31:0] == 32'h00200073) r_instruction = 32'd255;   
        else if (in[31:0] == 32'h10200073) r_instruction = 32'd56;   
        else if (in[31:0] == 32'h30200073) r_instruction = 32'd57;   
        else if (in[31:0] == 32'h10500073) r_instruction = 32'd58;   
        else if (in[31:0] == 32'h12000073) r_instruction = 32'd59;   
      end else if (in[6:0] == 7'b0101111) begin
        if (in[14:12] == 3'b010 && in[31:27] == 5'b00001) r_instruction = 32'd60;  
      end
      else if (in[6:0] == 7'b0001111) begin
        if (in[14:12] == 3'b000) r_instruction = 32'd51;   
        else if (in[14:12] == 3'b001) r_instruction = 32'd52;   
      end else begin
        r_instruction = 32'd255;   
      end
    end
  end
endmodule
```
==> impl_metrics.env <==
# implementation run metrics
export IMPL_nFillCells=793
export IMPL_grt_pass1_wl_um=11800
export IMPL_via_count=2505
export IMPL_regArea_um2=1190
export IMPL_die_x_um=95.3
export IMPL_cts_root_buf="clkbuf_8"
export IMPL_min_path_type="in -> reg"
export IMPL_crit_required_ns=8.22
export IMPL_antenna_found_initial=0
export IMPL_critical_path_class="in -> reg"
export IMPL_rows=33
export IMPL_cts_post_setup_buffers_inserted=0
export IMPL_tns_ns=0
export IMPL_fin_ws_ns=4.06
export IMPL_cpPeakStageDelay_ns=0.78
export IMPL_power_density_nw_per_um2=125
export IMPL_ys_seq_share_pct=45.6
export IMPL_drc_errors=0
export IMPL_cts_htree_levels=2
export IMPL_hp_start="in[8]"
export IMPL_async_flop_share_pct=0
export IMPL_crit_arrival_ns=4.16
export IMPL_vias_per_cell=5.30
export IMPL_area_delta_synth_final_pct=45.3
export IMPL_ys_cells=268
export IMPL_cts_repair_resized=0
export IMPL_grt_max_degree=35
export IMPL_dp_hpwl_um=5730
export IMPL_drtIter0Drc=199
export IMPL_ant_nets=0
export IMPL_rsz0062_at_grt="false"
export IMPL_lay_top_cells="106 x clkdlybuf4s50_1, 39 x edfxtp_1, 24 x conb_1, 18 x o21ai_0, 16 x nor2_1"
export IMPL_worstPathCellList="clkdlybuf4s50_1 -> nor3_1 -> and4_1 -> nand4_1 -> or3b_1 -> a211oi_2"
export IMPL_fin_area_um2=3800
export IMPL_critical_path_max_fanout=21
export IMPL_warnings=25
export IMPL_status="finished clean"
export IMPL_grt_overflow=0
export IMPL_gp_congestion=0.934
export IMPL_slowest_stage="clkdlybuf4s50_1"
export IMPL_hold_path_depth=1
export IMPL_slew_violations=0
export IMPL_fmax_ghz=0.248
export IMPL_synth_cell_types=58
export IMPL_worst_pin_slew_ns=0.739
export IMPL_cts_sinks=40
export IMPL_drive_above_1_share_pct=5.16
export IMPL_num_antenna_cells=0
export IMPL_relSlewSlack_pct=50.6
export IMPL_grt_pass1_vias=2284
export IMPL_io_pins=131
export IMPL_placed_area_um2=3670
export IMPL_clockBufferDepth=2
export IMPL_end_kind="register"
export IMPL_max_cap_violations=0
export IMPL_worst_setup_hold_path_clk_slew_ns=0.08
export IMPL_dieArea_um2=9090
export IMPL_setup_violations=0
export IMPL_crit_path_start_kind="input port"
export IMPL_cts_inserted_buffers=5
export IMPL_core_area_um2=8340
export IMPL_hold_path_end="r_IR[8]"
export IMPL_avgRoutedWirePerCell_um=16.1
export IMPL_pre_cts_slack_ns=3.74
export IMPL_syn_cell_area_um2=2610
export IMPL_cts_tree="done"
export IMPL_edf_count=39
export IMPL_yosys_warnings=1
export IMPL_finalCritPeriodShare_pct=49.9
export IMPL_yosys_register_bits=40
export IMPL_fp_util_pct=31.3
export IMPL_dr_pass1_iters=5
export IMPL_ys_chip_area_um2=2610
export IMPL_leakagePower_uw=0.00124
export IMPL_cts_hold_buf=0
export IMPL_final_common_cell="clkdlybuf4s50_1"
export IMPL_die_y_um=95.3
export IMPL_avgSynthCellArea_um2=9.75
export IMPL_grt_usage_pct=17.6
export IMPL_synth_cells=268
export IMPL_drt_total_wl_um=7610
export IMPL_hold_viol_final=0
export IMPL_layout_area_comb_um2=1240
export IMPL_ir_drop_uv=85.8
export IMPL_layout_min_cycle_time_ns=4.04
export IMPL_port_buffers=106
export IMPL_synthFlopType="edfxtp_1"
## sequential cells by signal, summed over array words and instances, names as in the netlist
register       flops
r_instruction      7
r_fetch_over       1
r_IR              32
## final cells by class
type                       count  share of cell area, %
multi-input combinational    205                   32.6
sequential                    40                   31.4
timing repair buffer         111                   28.9
tap                          105                   3.46
clock buffer                   6                   2.18
clock inverter                 2                   1.02
inverter                       4                  0.396
## critical path, delay by kind of cell
kind / cells / cell delay, ns
AND-OR/OR-AND: 1 / 0.23
AND/OR/NAND/NOR: 4 / 1.52
buffers and inverters: 1 / 0.78
## cell families (layout without fill, tap and decap cells)
kind of cell	Yosys count	in the layout	share of synthesized area (%)
muxes	2	2	0.766
other	1	24	0.144
AOI/OAI and AO/OA	69	69	17.5
and+or+nand+nor	109	109	25.2
DFF	40	40	45.6
xor gates and xnor gates	1	1	0.335
buffers and inverters	46	123	10.5
## worst max path at each step
stage | from | to | slack [ns]
CTS | in[12] | r_instruction[6] | 4.06
global route | in[12] | r_instruction[5] | 3.87
finish | in[12] | r_instruction[6] | 4.06
## synth_stat cells (all sizes together), types with 2 or more instances
| master | n | area [um2] |
|---|---|---|
| edfxtp | 39 | 1170 |
| buf | 32 | 221 |
| o21ai | 19 | 95.1 |
| nor2 | 16 | 60.1 |
| a21oi | 15 | 75.1 |
| nor4 | 14 | 87.6 |
| nor3 | 12 | 65.1 |
| clkbuf | 10 | 37.5 |
| nand2b | 10 | 62.6 |
| nand3 | 10 | 50.1 |
| a31oi | 6 | 37.5 |
| nand2 | 5 | 18.8 |
| nand4 | 5 | 31.3 |
| or3 | 5 | 31.3 |
| inv | 4 | 15.0 |
| nand3b | 4 | 30.0 |
| nor2b | 4 | 25.0 |
| o32ai | 4 | 35.0 |
| and3 | 3 | 18.8 |
| nand4b | 3 | 26.3 |
| nor4b | 3 | 26.3 |
| o22a | 3 | 26.3 |
| or4 | 3 | 22.5 |
| a2111oi | 2 | 17.5 |
| a211oi | 2 | 20.0 |
| a21o | 2 | 15.0 |
| a311oi | 2 | 17.5 |
| a32oi | 2 | 17.5 |
| and2 | 2 | 12.5 |
| mux2i | 2 | 20.0 |
| o211ai | 2 | 15.0 |
| o22ai | 2 | 12.5 |
| or2 | 2 | 12.5 |
## where the power goes
group | internal (uW) | switching [uW]
Sequential | 226 | 0.0000000176
Combinational | 41.7 | 37.4
Clock | 101 | 67.1
## layer usage
| layer | vias up | global-route usage (%) | wire length [um] |
|---|---|---|---|
| met3 | 22 | 2.35 | 563 |
| met2 | 135 | 28.2 | 3610 |
| met4 | 0 | 4.17 | 202 |
| li1 | 1203 | - | - |
| met5 | - | 0 | 0 |
| met1 | 1145 | 25.8 | 3240 |
## through the flow
step	hold WS, ns	cells	total power, uW	util, %
final	1.91	473	473	45.5
after global routing	1.90	473	494	45.5
after CTS	1.90	473	478	45.5
after detailed placement	2.21	465	309	44.1
after global placement	2.21	465	309	44.1
after floorplan	1.72	291	271	-
Power and IR drop assume default switching activity.
