--- design/flow/constraint.sdc ---
current_design register_file

set clk_period 9.8
set clk_io_pct 0.2

create_clock -name clk0 -period $clk_period [get_ports {i_clk}]

set non_clock_inputs [all_inputs -no_clocks]
set_input_delay [expr $clk_period * $clk_io_pct] -clock clk0 $non_clock_inputs
set_output_delay [expr $clk_period * $clk_io_pct] -clock clk0 [all_outputs]
--- design/flow/run.sh ---
#!/bin/bash
# OpenROAD 26Q1-2900-gdf79404cd8, Yosys 0.63+post, stock flow scripts
make -C /OpenROAD-flow-scripts/flow DESIGN_CONFIG=/design/flow/config.mk WORK_HOME=/design/flow/orfs finish
--- design/flow/config.mk ---
export PLATFORM = sky130hd
export DESIGN_NAME = register_file
export DESIGN_NICKNAME = register_file
export VERILOG_FILES = /design/flow/design.v
export SDC_FILE = /design/flow/constraint.sdc
export NUM_CORES = 4
export LEC_CHECK = 1
export CORE_AREA = 10 10 691 691
export DIE_AREA = 0 0 701 701
--- design/flow/design.v ---
module register_file(i_clk, i_data, i_IR, i_load,
  o_regout1, o_regout2, o_regs);
input        i_clk;
input        i_load;
input [31:0] i_data;
input [31:0] i_IR;
output [31:0] o_regout1;
output [31:0] o_regout2;
output [1023:0] o_regs;
(* ramstyle = "logic" *) reg signed [31:0] regfile [0:31];
wire [4:0] w_select_regin = i_IR[11:7];
wire [4:0] w_select_regout1 = i_IR[19:15];
wire [4:0] w_select_regout2 = i_IR[24:20];
assign o_regout1 = (w_select_regout1 == 5'd0) ? 32'd0 : regfile[w_select_regout1];
assign o_regout2 = (w_select_regout2 == 5'd0) ? 32'd0 : regfile[w_select_regout2];
always @(posedge i_clk) begin
  if (i_load && w_select_regin != 5'd0) begin
    regfile[w_select_regin] <= i_data;
  end
end
assign o_regs = {
    regfile[31], regfile[30], regfile[29], regfile[28],
    regfile[27], regfile[26], regfile[25], regfile[24],
    regfile[23], regfile[22], regfile[21], regfile[20],
    regfile[19], regfile[18], regfile[17], regfile[16],
    regfile[15], regfile[14], regfile[13], regfile[12],
    regfile[11], regfile[10], regfile[9],  regfile[8],
    regfile[7],  regfile[6],  regfile[5],  regfile[4],
    regfile[3],  regfile[2],  regfile[1],  regfile[0]
};
wire [31:0] reg0 = regfile[0];
wire [31:0] reg1 = regfile[1];
wire [31:0] reg2 = regfile[2];
wire [31:0] reg3 = regfile[3];
wire [31:0] reg4 = regfile[4];
wire [31:0] reg5 = regfile[5];
wire [31:0] reg6 = regfile[6];
wire [31:0] reg7 = regfile[7];
wire [31:0] reg8 = regfile[8];
wire [31:0] reg9 = regfile[9];
wire [31:0] reg10 = regfile[10];
wire [31:0] reg11 = regfile[11];
wire [31:0] reg12 = regfile[12];
wire [31:0] reg13 = regfile[13];
wire [31:0] reg14 = regfile[14];
wire [31:0] reg15 = regfile[15];
wire [31:0] reg16 = regfile[16];
wire [31:0] reg17 = regfile[17];
wire [31:0] reg18 = regfile[18];
wire [31:0] reg19 = regfile[19];
wire [31:0] reg20 = regfile[20];
wire [31:0] reg21 = regfile[21];
wire [31:0] reg22 = regfile[22];
wire [31:0] reg23 = regfile[23];
wire [31:0] reg24 = regfile[24];
wire [31:0] reg25 = regfile[25];
wire [31:0] reg26 = regfile[26];
wire [31:0] reg27 = regfile[27];
wire [31:0] reg28 = regfile[28];
wire [31:0] reg29 = regfile[29];
wire [31:0] reg30 = regfile[30];
wire [31:0] reg31 = regfile[31];
integer i = 32'd0;
initial begin
  for( i = 32'd0; i < 32'd32; i = i + 32'd1) begin
    regfile[i] <= 32'd0;
  end
end
endmodule
==> results.sh <==
# yosys + openroad results
export IMPL_clockBufferDepth=4
export IMPL_netlist_instances=2400
export IMPL_ys_cells=2400
export IMPL_numCtsBuffers=114
export IMPL_ys_flop_type="edfxtp_1"
export IMPL_drc=0
export IMPL_start_kind="primary input"
export IMPL_critPathArrivalTime_ps=6940
export IMPL_cts_resized=0
export IMPL_top_register="regfile"
export IMPL_yosys_warnings=1
export IMPL_fp_utilization_pct=10.2
export IMPL_io_buffers=1136
export IMPL_gr_usage_met2_pct=23.2
export IMPL_required_ps=7840
export IMPL_slowest_delay_ps=1140
export IMPL_ys_area_um2=47000
export IMPL_layout_drive_gt1_share_pct=26.1
export IMPL_worstHoldPathCells=1
export IMPL_p_leak_nw=22.1
export IMPL_numSynthFlops=1024
export IMPL_cts_tree="yes"
export IMPL_syn2layout_area_growth_pct=52.2
export IMPL_slew_violations=0
export IMPL_finalInstanceArea_um2=71600
export IMPL_grt_setup_unrepaired="no"
export IMPL_status="finished, final reports clean"
export IMPL_grt_antenna_before_repair=50
export IMPL_warnings=43
export IMPL_hold_buffers=0
export IMPL_n_fill_cell=50400
export IMPL_largest_reg_flops=1024
export IMPL_ir_worst_vdd_mv=0.143
export IMPL_synth_distinct_cells=41
export IMPL_hpwlAfterDp_um=310000
export IMPL_p_per_area_nw_per_um2=154
export IMPL_vias=33900
export IMPL_wl_um=382000
export IMPL_top_regs="regfile: 1024 flops"
export IMPL_num_io_pins=1154
export IMPL_htreeDepth=3
export IMPL_die_height_um=701
export IMPL_gp_congestion=0.940
export IMPL_grt_use_met1_pct=14.0
export IMPL_fin_crit_sh_pct=90.9
export IMPL_top_area_share_pct=65.4
export IMPL_grt_pass1_wl_um=464000
export IMPL_grt_most_used_layer="met2"
export IMPL_area_leaders="edfxtp_1 (65%), mux4_2 (20%), mux2i_1 (3.9%), a22o_1 (1.2%), clkbuf_1 (0.77%)"
export IMPL_drt_iter0_drc=2440
export IMPL_setup_ws_ps=895
export IMPL_grt_pass1_vias=37000
export IMPL_tightest_slew_ps=1390
export IMPL_viasPerCell=3.38
export IMPL_finalCriticalPeriod_ps=8900
export IMPL_die_x_um=701
export IMPL_final_util_pct=15.5
export IMPL_grtUsageMet3_pct=13.2
export IMPL_synthTopCellsByCount="edfxtp_1 (1024), mux4_2 (425), mux2i_1 (183), clkbuf_1 (96), nand2_1 (65)"
export IMPL_track_usage_pct=15.4
export IMPL_syn_area_per_cell_um2=19.6
export IMPL_hold_viol_final=0
export IMPL_crit_chain="clkdlybuf4s50_1 -> nor2b_4 -> buf_4 -> a22o_1 -> a211oi_1 -> buf_4 -> nor3_1 -> clkdlybuf4s50_1"
export IMPL_critPathKind="primary input to primary output"
export IMPL_place_area_um2=67600
export IMPL_synth_edff_count=1024
export IMPL_cp_end_kind="primary output"
export IMPL_grt_start_max_net_pins=75
export IMPL_grt_overflow=0
export IMPL_min_delay_start="i_data[31]"
export IMPL_final_setup_tns_ps=0
export IMPL_cts_setup_buffers=0
export IMPL_relSlewSlack_pct=6.92
export IMPL_syn_area_um2=47000
export IMPL_crit_fanout=31
export IMPL_holdPathEnd="regfile[23][31]"
export IMPL_dp_slack_ps=1010
export IMPL_dieArea_um2=491000
export IMPL_route_detailed_wl_per_inst_um=38.1
export IMPL_finalSetupViolCount=0
export IMPL_firstDrtPassIters=5
export IMPL_cts_root_buf="clkbuf_16"
export IMPL_largest_area_cell="edfxtp_1"
export IMPL_synthArstFlopShare_pct=0
export IMPL_postSynthSeqShare_pct=65.4
export IMPL_slowest_stage="clkdlybuf4s50_1"
export IMPL_path_clk_slew_ps=60
export IMPL_ant_nets=0
export IMPL_max_cap_violations=0
export IMPL_hold_class="primary input to flip-flop"
export IMPL_max_freq_mhz=112
export IMPL_cts_sinks=1024
export IMPL_core_um2=463000
export IMPL_yosysMostFrequentCell="edfxtp_1"
export IMPL_rows=250
-- how the worst max path moves through the flow --
stage | startpoint | to | slack [ps] | cells after the start
final | i_IR[23] | o_regout2[24] | 900 | 8
after global routing | i_IR[23] | o_regout2[11] | 960 | 8
after CTS | i_IR[23] | o_regout2[24] | 1010 | 8
-- logic make-up (layout without fill, tap and decap cells) --
family,after synthesis,in the layout,share of synthesized area (%)
flip-flops,1024,1024,65.4
buffers and inverters,226,1627,2.30
AND/OR/NAND/NOR,186,186,1.93
AND-OR/OR-AND,331,331,5.52
multiplexers,632,632,24.8
other,1,63,0.00798
-- metal layers --
metal	vias to the layer above	part of all wire, %
met1	17300	30
met4	20	7.6
li1	13200	-
met3	524	18
met5	-	0.30
met2	2861	44
-- cells in the final DEF, fill, tap and decap left out, drive strengths merged, types with 31 or more instances in the layout --
| cell | n |
|---|---|
| nand2 | 65 |
| clkdlybuf4s50 | 1098 |
| buf | 296 |
| clkinv | 44 |
| edfxtp | 1024 |
| o221ai | 31 |
| nor2 | 34 |
| nor3 | 33 |
| mux4 | 425 |
| diode | 31 |
| o22ai | 55 |
| clkbuf | 131 |
| mux2i | 183 |
| a211oi | 47 |
| a21oi | 46 |
| a22o | 62 |
| a2111oi | 31 |
| conb | 32 |
| inv | 31 |
-- stage by stage --
step	total power, W	cells	hold WS, ps
after CTS	0.0111	10000	1250
after floorplan	0.00547	2431	2060
after detailed placement	0.00656	9799	2200
after global placement	0.00655	9797	2200
after global routing	0.0113	10000	1290
final	0.0110	10000	1340
-- power by group --
part / switching (W) / total, W / internal [W]
logic: 0.000975 / 0.00149 / 0.000516
registers: 0.0000504 / 0.00494 / 0.00489
clock network: 0.00198 / 0.00457 / 0.00259
-- area by class of cell --
class	count	area, um^2	area share [%]
clock buffers	130	2910	4.07
diodes	31	77.6	0.108
multi-input cells	1181	15700	22.0
clock inverters	77	935	1.31
inverters	25	98.8	0.138
flip-flops and latches	1024	30700	43.0
repair buffers	1395	13300	18.6
well taps	6174	7720	10.8
-- worst max-delay path, delay by kind of cell --
family / cells / cell delay, ps
compound gates: 2 / 620
buf+inv: 4 / 2650
simple gates: 2 / 1600
Power figures rest on the tool's default switching activity, not on a simulated workload.
